==> ./design.v <==
module ALU_rtl(A, B, ctrl, shamt, out, Z, V, C, N);
	input  [31:0] A, B;
	input  [2:0]  ctrl; 
	input  [4:0] shamt;
	output [31:0] out;
	output Z, V, C, N;  
	wire [31:0] out0, out1, out2, out3, out4, out5, out6, out7;  
	wire carryAdd, carrySub;
	wire overflowSub;  
	assign out0 = 32'bz;
	CLU cluAdd(.A, .B, .sum(out1), .C(carryAdd));
	CLU cluSub(.A, .B(~B + 1'b1), .sum(out2), .C(carrySub));
	assign out3 = A & B;  
	assign out4 = A | B;  
	assign out5 = A ^ B;  
	assign out6 = A < B ? 32'b1 : 32'b0;  
	shifter shft(.A, .ctrl(shamt), .out(out7));
	genvar i;
	generate
		for (i=0; i<=31; i=i+1) begin : pickOperation
			mux8_1 m8 ({out7[i], out6[i], out5[i], out4[i], out3[i], out2[i], out1[i], out0[i]}, ctrl, out[i]); end
	endgenerate
	assign overflowSub = ~A[31] & B[31] & out[31] | A[31] & ~B[31] & ~out[31];  
	assign Z = (out==32'b0) ? 1'b1 : 1'b0;							 
	assign V = ctrl==2 & overflowSub | ctrl==1 & A[31] & B[31] & ~out[31] | ctrl==1 & ~A[31] & ~B[31] & out[31];	 
	assign C = ctrl==2 & carrySub | ctrl==1 & carryAdd;		 
	assign N = out[31];													 
endmodule
module CLU(A, B, sum, C);
	input [31:0] A, B;
	output [31:0] sum;
	output C;
	wire [7:0] Cout, Pout, Gout;
	assign C = Cout[7];
	CLA_4bit carryLookAhead0 (A[3:0],   B[3:0],   1'b0,    sum[3:0],   Cout[0], Pout[0], Gout[0]);
	CLA_4bit carryLookAhead1 (A[7:4],   B[7:4],   Cout[0], sum[7:4],   Cout[1], Pout[1], Gout[1]);
	CLA_4bit carryLookAhead2 (A[11:8],  B[11:8],  Cout[1], sum[11:8],  Cout[2], Pout[2], Gout[2]);
	CLA_4bit carryLookAhead3 (A[15:12], B[15:12], Cout[2], sum[15:12], Cout[3], Pout[3], Gout[3]);
	CLA_4bit carryLookAhead4 (A[19:16], B[19:16], Cout[3], sum[19:16], Cout[4], Pout[4], Gout[4]);
	CLA_4bit carryLookAhead5 (A[23:20], B[23:20], Cout[4], sum[23:20], Cout[5], Pout[5], Gout[5]);
	CLA_4bit carryLookAhead6 (A[27:24], B[27:24], Cout[5], sum[27:24], Cout[6], Pout[6], Gout[6]);
	CLA_4bit carryLookAhead7 (A[31:28], B[31:28], Cout[6], sum[31:28], Cout[7], Pout[7], Gout[7]);
endmodule
module CLA_4bit(A, B, Cin, sum, Cout, Pout, Gout);
	input  [3:0] A, B;  
	input  Cin;			 
	output [3:0] sum;  
	output Cout;
	output Pout, Gout;  
	wire [3:0] G, P, carryOut;
	assign G = A & B;  
	assign P = A ^ B;  
	assign carryOut[0] = G[0] | (P[0] & Cin);
	assign carryOut[1] = G[1] | (P[1] & G[0]) | (P[1] & P[0] & Cin);
	assign carryOut[2] = G[2] | (P[2] & G[1]) | (P[2] & P[1] & G[0]) | (P[2] & P[1] & P[0] & Cin);
	assign carryOut[3] = G[3] | (P[3] & G[2]) | 
									(P[3] & P[2] & G[1]) | 
									(P[3] & P[2] & P[1] & G[0]) | 
									(P[3] & P[2] & P[1] & P[0] & Cin);	
	assign Cout = carryOut[3];
	assign sum = P ^ {carryOut[2:0], Cin};
	assign Pout = P[3] & P[2] & P[1] & P[0];
	assign Gout = G[3] | (P[3] & G[2]) | (P[3] & P[2] & G[1]) | (P[3] & P[2] & P[1] & G[0]);
endmodule
module mux8_1 (d, sel, out); 
	output out;
	input [7:0] d;
	input [2:0] sel;
	assign out = (~sel[2] & ~sel[1] & ~sel[0] & d[0])
				  | (~sel[2] & ~sel[1] &  sel[0] & d[1])
				  | (~sel[2] &  sel[1] & ~sel[0] & d[2])
				  | (~sel[2] &  sel[1] &  sel[0] & d[3])
				  | ( sel[2] & ~sel[1] & ~sel[0] & d[4])
				  | ( sel[2] & ~sel[1] &  sel[0] & d[5])
				  | ( sel[2] &  sel[1] & ~sel[0] & d[6])
				  | ( sel[2] &  sel[1] &  sel[0] & d[7]);
endmodule
module shifter(A, ctrl, out);
	input  [31:0] A;
	input  [4:0] ctrl;
	output [31:0] out;
	wire   [31:0] out5, out4, out3, out2;  
	assign out5 = ctrl==5 ? {A[26:0]   , 5'b0} : A[31:0];
	assign out4 = ctrl==4 ? {out5[27:0], 4'b0} : out5[31:0];
	assign out3 = ctrl==3 ? {out4[28:0], 3'b0} : out4[31:0];  
	assign out2 = ctrl==2 ? {out3[29:0], 2'b0} : out3[31:0];  
	assign out  = ctrl==1 ? {out2[30:0], 1'b0} : out2[31:0];  
endmodule
==> ./run.sh <==
#!/bin/bash
# OpenROAD 26Q1-2900-gdf79404cd8, Yosys 0.63+post, stock flow scripts
make -C /OpenROAD-flow-scripts/flow DESIGN_CONFIG=/design/flow/config.mk WORK_HOME=/design/flow/orfs finish
==> ./config.mk <==
export PLATFORM = sky130hd
export DESIGN_NAME = ALU_rtl
export DESIGN_NICKNAME = ALU_rtl
export VERILOG_FILES = /design/flow/design.v
export SDC_FILE = /design/flow/constraint.sdc
export NUM_CORES = 4
export LEC_CHECK = 1
export CORE_AREA = 10 10 99 99
export DIE_AREA = 0 0 109 109
==> ./constraint.sdc <==
current_design ALU_rtl

set clk_period 12.6
set clk_io_pct 0.2

create_clock -name clk0 -period $clk_period

set non_clock_inputs [all_inputs -no_clocks]
set_input_delay [expr $clk_period * $clk_io_pct] -clock clk0 $non_clock_inputs
set_output_delay [expr $clk_period * $clk_io_pct] -clock clk0 [all_outputs]
==> results_dict.tcl <==
# implementation run metrics
set metrics [dict create \
    critPathKind "in -> out" \
    num_io_pins 108 \
    core_area_um2 7727 \
    yosys_warnings 33 \
    maxSlewHeadroom_pct 59.35 \
    worstMarginPinSlew_ns 0.6042 \
    synth_area_per_cell_um2 7.983 \
    yosysCellCount 276 \
    top_area_cell "ha_1" \
    wl_um 6183 \
    grt_start_max_net_pins 9 \
    layout_min_cycle_time_ns 9.515 \
    post-cts-setup-buffers 0 \
    gp_congestion 0.8750 \
    fin_cells 444 \
    nClkBuffers 0 \
    seq_area_um2 0 \
    synth_area_um2 2203 \
    peakVddDrop_uv 12.87 \
    setup_violations 0 \
    flops 0 \
    worstSetupEndpointType "output pin" \
    ys_chip_area_um2 2203 \
    powerDensity_nw_per_um2 27.54 \
    synthCells 276 \
    final.period_utilization_pct 75.52 \
    p_leak_nw 1.188 \
    remaining_drc_errors 0 \
    rsz0062_at_grt "false" \
    cp.required_ns 10.08 \
    vias 2116 \
    crit_path_start_kind "primary input" \
    dp.cells 444 \
    ys_seq_share_pct 0 \
    cap_violations 0 \
    layout-area-overhead-vs-synth_pct 30.78 \
    vias_per_cell 4.766 \
    synth_cell_type_count 40 \
    fillCellCount 798 \
    path_max_fanout 8 \
    cts-resized-gates 0 \
    synth_top_area_share_pct 36.34 \
    layout-drive-gt1-share_pct 0.5848 \
    initCoreUtil_pct 28.51 \
    final_area_um2 2882 \
    overflow 0 \
    min_path_type "in -> out" \
    status "completed" \
    ant_nets 0 \
    grt_pass1_vias 2265 \
    dieWidth_um 109 \
    final-hold-violation-count 0 \
    drt_iter0_drc 64 \
    rows 32 \
    dpl_cell_area_um2 2882 \
    antennaDiodeCount 0 \
    yosysMostFrequentCell "ha_1" \
    portBuffers 69 \
    grt_usage_pct 10.06 \
    area_leaders "ha_1 36%, buf_4 12%, xnor2_1 8.7%, a21o_1 3.7%, nand4_1 3.7%" \
    wl_per_cell_um 13.93 \
    hold_buffers 0 \
    netlist_top_cells_count "64 x ha_1, 34 x buf_4, 22 x xnor2_1" \
    fmax_mhz 105.1 \
    crit_arrival_ns 7.00 \
    dieArea_um2 11880 \
    dr.pass1.iters 4 \
    grt_pass1_wl_um 10160 \
    slew_viol_final 0 \
    finalSetupTns_ns 0 \
    dp_hpwl_um 5643 \
    tool_warnings 38 \
    die-height_um 109 \
    antenna_found_initial 0 \
]
[worst max-delay path, stage by stage]
cell and delay, ns:
clkdlybuf4s50_1 0.53, or4_4 0.57, or4_1 0.43, or3_1 0.53, nor4_1 0.38, xnor2_1 0.18, ha_1 0.27, a21o_1 0.19
a211o_1 0.32, a211oi_1 0.27, nand4_1 0.12, a32o_1 0.29, clkdlybuf4s50_1 0.42
[where the power goes]
part	switching, mW	total [mW]	internal, mW	leakage, nW
logic	0.0364	0.0794	0.0430	1.19
registers	0	0	0	0
clock network	0	0	0	0
total	0.0364	0.0794	0.0430	1.19
[cell usage in the layout (no fill, tap or decap), types with 10 or more instances in the layout]
cell,synthesis,final
nand3_1,13,13
o21ai_0,10,10
xnor2_1,22,22
nand4_1,13,13
a21oi_1,13,13
a21o_1,11,11
ha_1,64,64
clkdlybuf4s50_1,0,69
nor3_1,10,10
conb_1,2,34
[final cells by class]
type | instances | area (µm²) | area share, %
Tap cell | 102 | 127.6 | 4.429
Inverter | 5 | 18.77 | 0.6513
Multi-Input combinational cell | 268 | 2044 | 70.95
Timing Repair Buffer | 69 | 690.7 | 23.97
[kinds of logic (layout without fill, tap and decap cells)]
kind of cell             Yosys count  count (layout)  share of synthesized area [%]
AND/OR/NAND/NOR                   78              78                          19.76
XOR/XNOR                          30              30                          11.92
buffers and inverters             40              74                          12.66
AND-OR/OR-AND                     62              62                          18.97
adder cells (fa/ha/maj)           64              64                          36.34
other                              2              34                         0.3408
[per-stage QoR]
step / total power, mW / hold WS, ns / util, % / worst slack (ns)
after floorplan: 0.04718 / 5.051 / - / 4.380
after global placement: 0.07894 / 6.023 / 37.29 / 3.033
after detailed placement: 0.07935 / 6.023 / 37.29 / 3.086
after CTS: 0.08002 / 6.023 / 37.29 / 3.060
after global routing: 0.09069 / 6.047 / 37.29 / 2.909
final: 0.07935 / 6.012 / 37.29 / 3.085
[worst paths after layout]
path,cells after the start,endpoint,slack [ns],from
min,3,V,6.01,ctrl[2]
max,13,C,3.08,B[8]
[layer usage]
layer	global-route usage (%)	share of wire, %	vias up	wire [µm]
li1	-	-	1138	-
met4	0	0	0	0
met2	17.27	48	57	2944
met1	13.52	46	921	2863
met3	1.971	6.1	0	375
met5	0	0	-	0
Power is estimated from default activity; no workload was simulated.
